[./constraint.sdc]
current_design rom

set clk_period 1.7
set clk_io_pct 0.2

create_clock -name clk0 -period $clk_period [get_ports {clk}]

set non_clock_inputs [all_inputs -no_clocks]
set_input_delay [expr $clk_period * $clk_io_pct] -clock clk0 $non_clock_inputs
set_output_delay [expr $clk_period * $clk_io_pct] -clock clk0 [all_outputs]
[./design.v]
module rom ( 
   data, opcode, ab_select, op_addr,
   rst, clk, request_rom, prog_addr
   );
    input         rst, clk, request_rom;
    input [11:0]   prog_addr;
    output reg [12:0] data;
    output [3:0]  opcode;
    output        ab_select;
    output [7:0] op_addr;
    reg [12:0] rom_memory [0:9];
    assign opcode = data[12:9];
    assign ab_select = data[8];  
    assign op_addr  = data[7:0];
  initial begin
    rom_memory[0] <= 13'b0011_0_00000101;  
    rom_memory[1] <= 13'b0011_1_00001010;  
    rom_memory[2] <= 13'b1001_1_00000000;  
    rom_memory[3] <= 13'b0100_0_00001111;  
    rom_memory[4] <= 13'b0100_1_00010100;  
    rom_memory[5] <= 13'b0011_0_00010100;  
    rom_memory[6] <= 13'b0011_1_00011001;  
    rom_memory[7] <= 13'b0101_0_00000000;  
    #500;  
    rom_memory[0] <= 13'b0011_0_00000001;   
    rom_memory[1] <= 13'b0011_1_00000010;   
    rom_memory[2] <= 13'b1010_1_00000000;   
    rom_memory[3] <= 13'b0100_1_00000110;   
    rom_memory[4] <= 13'b0011_1_00000010;   
    rom_memory[5] <= 13'b0010_1_00000000;   
    rom_memory[6] <= 13'b0001_0_00000000;   
    rom_memory[7] <= 13'b0100_0_00000111;   
    rom_memory[8] <= 13'b0100_1_00001010;   
    rom_memory[9] <= 13'b0101_0_00000000;   
  end
  always @(posedge clk) begin
    if (request_rom && rst) begin
        data <= rom_memory[prog_addr];
    end else begin
      data <= '0;
    end
  end
endmodule
[./config.mk]
export PLATFORM = sky130hd
export DESIGN_NAME = rom
export DESIGN_NICKNAME = rom
export VERILOG_FILES = /design/flow/design.v
export SDC_FILE = /design/flow/constraint.sdc
export NUM_CORES = 4
export LEC_CHECK = 1
export CORE_AREA = 10 10 70 70
export DIE_AREA = 0 0 80 80
[./run.sh]
#!/bin/bash
# OpenROAD 26Q1-2900-gdf79404cd8, Yosys 0.63+post, stock flow scripts
make -C /OpenROAD-flow-scripts/flow DESIGN_CONFIG=/design/flow/config.mk WORK_HOME=/design/flow/orfs finish
==> impl_summary.log <==
[report] extracting results
INFO  metric floorplan.core_util = 0.160
INFO  metric grt_start_max_net_pins = 9
INFO  metric total_length_of_routed_wires = 1110 um
INFO  metric reg.largest.list = data: 9 flops
INFO  metric max-vdd-ir-drop = around 0.00016 V
INFO  metric top_library_cells_by_usage_in_the_layout_fill_and_taps_aside = clkdlybuf4s50_1 (24), dfxtp_1 (9), conb_1 (8)
INFO  metric die_height = 80 um
INFO  metric yosys.area_share.xor_xnor = 0
INFO  metric critical_path.max_fanout = 2
INFO  metric cp.depth = 1
INFO  metric antenna_found_initial = 0
INFO  metric remaining_drc_errors = 0
INFO  metric cts_resized = 0
INFO  metric crit_required = 1.36 ns
INFO  metric route.vias.total = 377
INFO  metric critical_path_buf_inv_count = 1
INFO  metric post-cts-setup-buffer-count = 0
INFO  metric post-route-util = 0.226
INFO  metric grt_setup_unrepaired = no
INFO  metric cts_inserted_buffers = 3
INFO  metric coreArea = 3420 um^2
INFO  metric timing.hold.worst_endpoint = data[12]$_SDFF_PP0_
INFO  metric post-route-period-util = 0.817
INFO  metric cellPowerDensity = 596 nW/um^2
INFO  metric synth_top_area_share = 0.330
INFO  metric critical_path_arrival = 1.05 ns
INFO  metric regMostFlops = data
INFO  metric ctsHtreeMaxLevel = 1
INFO  metric placementRows = 21
INFO  metric fin_hold_ws = 0.733 ns
INFO  metric drt_iter0_markers = 18
INFO  metric dp_hpwl = 1010 um
INFO  metric synthesized_area_fraction_occupied_by_and_or_nand_nor_cells = 0.177
INFO  metric cap_viol_max_count = 0
INFO  metric tool_warnings = 36
INFO  metric global_route.usage.total = 0.0282
INFO  metric hold_buffers = 0
INFO  metric clk_pin_slew_worst_paths = about 0.06 ns
INFO  metric critPathMaxStageDelay = 0.47 ns
INFO  metric drt_pre_antenna_iters = 3
INFO  metric synthAoiAreaFrac = 0.0665
INFO  metric die_area = 6400 um^2
INFO  metric drtAntennaViolNets = 0
INFO  metric final_common_cell = clkdlybuf4s50_1
INFO  metric yosys_top_cell_by_area = dfxtp_1
INFO  metric numSynthFlops = 9
INFO  metric hold_violations = 0
INFO  metric timing_worst_setup_path_type = reg2out
INFO  metric mux_area_frac = 0.0459
INFO  metric critical_path.cell_chain = clkdlybuf4s50_1
INFO  metric grt_pass1_wl = 1540 um
INFO  metric setup_viol_count_final = 0
INFO  metric cts_root_buf = clkbuf_4
INFO  metric syn-instance-count = 56
INFO  metric synthesis.yosys.warnings = 1
INFO  metric syn_avg_cell_area = 9.74 um^2
INFO  metric ys_area = around 550 um^2
INFO  metric layout_min_cycle_time = ~1.4 ns
INFO  metric synth.cellmix.adderShare = 0.0917
INFO  metric synth.yosys.seq_area_share = 0.330
INFO  metric viasPerCell = 3.12
INFO  metric drive_gt1_frac = 0.147
INFO  metric final-max-slew-violation-count = 0
INFO  metric worst_path_max_delay_cell = clkdlybuf4s50_1
INFO  metric synth.logic.top_family = buffers and inverters
INFO  metric power.leakage = 0.334 nW
INFO  metric worstHoldStart = prog_addr[1]
INFO  metric synthesis.area = between 500 and 600 um^2
INFO  metric port_buffers = 24
INFO  metric cts.sinks = 9
INFO  metric element_type_at_the_critical_path_end = output port
INFO  metric cts-root-to-sink-buffers = 2
INFO  metric largest_reg_flops = 9
INFO  metric timing.hold.worst_path_depth = 3
INFO  metric outcome = complete, no violations
INFO  metric grt.overflow.total = 0
INFO  metric antenna-diode-count = 0
INFO  metric first_global_vias = 366
INFO  metric tns = 0 ns
INFO  metric area.growth.synth_to_final = 41.5%
INFO  metric ioPinCount = 41
INFO  metric tritoncts = done
INFO  metric unique_cell_type_count_in_the_yosys_netlist = 21
INFO  metric topCellsByArea = dfxtp_1 (33%), buf_4 (23%), ha_1 (9.2%)
INFO  metric number_of_cells_in_yosys_stat = 56
INFO  metric wire_per_inst = about 9 um
INFO  metric start_kind = flip-flop
INFO  metric globalplace.congestion = 0.690
INFO  metric die-width = 80 um
INFO  metric holdCritPathClass = in2reg
INFO  metric clock.fmax = 720 MHz
INFO  metric critical-path-top-delay-family = buffers and inverters
[area by class of cell]
cell class | instances | area, um^2
clock buffers | 4 | 26.3
repair buffers | 26 | 255
flip-flops and latches | 9 | 180
well taps | 46 | 57.6
multi-input cells | 32 | 238
inverters | 4 | 15.0
fillers | 396 | 2640
[worst min-delay path: cells and delay by family]
kind,cells,cell delay [ns]
AND/OR/NAND/NOR,1,0.07
buffers and inverters,2,0.53
[cells in the mapped netlist]
library cell,instances
ha_1,4
o31ai_1,1
nor4_1,1
and2_4,1
buf_4,17
buf_6,1
nor3_1,1
nand4b_1,1
nand3b_4,1
mux2i_1,1
o41ai_2,1
nor2_1,5
and2_1,1
inv_1,4
conb_1,1
dfxtp_1,9
nor2b_1,2
o22ai_2,1
nand2_2,1
nand2_1,1
mux2_4,1
[worst max-delay path by stage]
stage | from | slack [ns] | end
4_1_cts | data[0]$_SDFF_PP0_ | 0.29 | data[0]
5_1_grt | data[0]$_SDFF_PP0_ | 0.24 | op_addr[0]
6_report | data[0]$_SDFF_PP0_ | 0.31 | data[0]
[power by group]
part	switching, W	internal, W	leakage (nW)
registers	0.00000330	0.000219	0.0735
logic	0.0000298	0.0000563	0.246
clock network	0.0000620	0.0000896	0.0150
[layer usage]
| layer | vias up | share of wire | global-route usage |
|---|---|---|---|
| li1 | 193 | - | - |
| met1 | 153 | 0.43 | 0.0352 |
| met3 | 2 | 0.20 | 0.0159 |
| met5 | - | 0 | 0 |
| met2 | 29 | 0.34 | 0.0377 |
| met4 | 0 | 0.031 | 0.0141 |
[stage by stage]
step                setup slack (ns)  power [W]  area (um^2)  instances
finish                         0.311   0.000460          772        121
floorplan                      0.672   0.000279          572         63
CTS                            0.293   0.000470          772        121
detailed placement            0.0804   0.000315          746        117
global route                   0.244   0.000486          772        121
global placement              0.0990   0.000314          746        117
[cell families (layout without fill, tap and decap cells)]
family / Yosys count / after routing
AOI/OAI and AO/OA: 3 / 3
DFF: 9 / 9
other: 1 / 8
muxes: 2 / 2
adders and majority gates: 4 / 4
buffers and inverters: 22 / 34
and+or+nand+nor: 15 / 15
Power figures rest on the tool's default switching activity, not on a simulated workload.
