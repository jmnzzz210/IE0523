$ cat design/flow/run.sh
#!/bin/bash
# OpenROAD 26Q1-2900-gdf79404cd8, Yosys 0.63+post, stock flow scripts
make -C /OpenROAD-flow-scripts/flow DESIGN_CONFIG=/design/flow/config.mk WORK_HOME=/design/flow/orfs finish
$ cat design/flow/config.mk
export PLATFORM = sky130hd
export DESIGN_NAME = controlador
export DESIGN_NICKNAME = controlador
export VERILOG_FILES = /design/flow/design.v
export SDC_FILE = /design/flow/constraint.sdc
export NUM_CORES = 4
export LEC_CHECK = 1
export CORE_UTILIZATION = 40
$ cat design/flow/constraint.sdc
current_design controlador

set clk_period 18.8
set clk_io_pct 0.2

create_clock -name clk0 -period $clk_period [get_ports {clk}]

set non_clock_inputs [all_inputs -no_clocks]
set_input_delay [expr $clk_period * $clk_io_pct] -clock clk0 $non_clock_inputs
set_output_delay [expr $clk_period * $clk_io_pct] -clock clk0 [all_outputs]
$ cat design/flow/design.v
module controlador(
    clk, 
    reset,
    tarjeta_recibida, 
    tipo_trans, 
    digito_stb, 
    digito, 
    pin_correcto, 
    monto_stb,
    monto, 
    balance_inicial, 
    balance_stb, 
    balance_actualizado, 
    entregar_dinero, 
    pin_incorrecto, 
    advertencia,
    bloqueo, 
    fondos_insuficientes);
input clk;
input reset;
input tarjeta_recibida;
input tipo_trans;
input digito_stb;
input monto_stb;
input [3:0] digito;
input [15:0] pin_correcto;
input [31:0] monto;
input [63:0] balance_inicial;
output reg balance_stb, entregar_dinero, pin_incorrecto, advertencia, bloqueo, fondos_insuficientes;
output reg [63:0] balance_actualizado;
localparam Esperando_Tarjeta  = 4'b0000;
localparam Digitar_numero  = 4'b0001;
localparam Digitaron_cuatro  = 4'b0010;
localparam Elegir_tramite  = 4'b0011;
localparam Digitar_monto_retiro  = 4'b0100;
localparam Digitar_monto_depo  = 4'b0101;
localparam Act_balance  = 4'b0110;
localparam Act_balance_retiro  = 4'b0111;
localparam P_incorrecto_una  = 4'b1000;
localparam P_incorrecto_dos = 4'b1001;
localparam P_incorrecto_tres = 4'b1010;
reg [15:0] pin_ingresado;
reg [3:0] contador_digitos;
reg [3:0] state, next_state;
reg [1:0] contador_fallos;
always @(*) begin
    next_state = state;
    case (state)
    Esperando_Tarjeta: begin
        if (tarjeta_recibida == 1) begin
            next_state = Digitar_numero;
        end
    end
    Digitar_numero: begin  
        if (contador_digitos == 4'd4) begin  
            next_state = Digitaron_cuatro;
        end
    end
    Digitaron_cuatro: begin  
        if (pin_ingresado == pin_correcto) begin
            next_state = Elegir_tramite;
        end else begin
            if (contador_fallos == 0)
                next_state = P_incorrecto_una;   
            else if (contador_fallos == 1) 
                next_state = P_incorrecto_dos;   
            else 
                next_state = P_incorrecto_tres;  
        end
    end
    Elegir_tramite: begin
         if (tipo_trans == 0) begin
                next_state = Digitar_monto_depo;
            end else begin
                next_state = Digitar_monto_retiro;
                end 
    end
    Digitar_monto_retiro: begin
        if (monto > balance_inicial)begin
                next_state = Esperando_Tarjeta;
                end else begin
                    next_state = Act_balance_retiro;
                    end
    end
    Digitar_monto_depo: begin
        if (monto_stb == 1) begin
        next_state = Act_balance;
        end
    end
    Act_balance: begin
        next_state = Esperando_Tarjeta;
    end
    Act_balance_retiro: begin
        next_state = Esperando_Tarjeta;
    end
    P_incorrecto_una: begin
        next_state = Digitar_numero;  
    end
    P_incorrecto_dos: begin
        next_state = Digitar_numero;  
    end
    P_incorrecto_tres: begin
        if (reset == 0) begin
            next_state = Esperando_Tarjeta;
        end
    end
    endcase
end
always @(posedge clk) begin
    if (reset == 0) begin
        balance_actualizado <= 0;
        entregar_dinero <= 0;
        pin_incorrecto <= 0;
        advertencia <= 0;
        bloqueo <= 0;
        fondos_insuficientes <= 0;
        pin_ingresado <= 0;
        contador_digitos <= 0;
        state <= Esperando_Tarjeta;
        contador_fallos <= 0; 
    end else begin
        case (state)
        Esperando_Tarjeta: begin  
            balance_actualizado <= 64'd0;
            balance_stb <= 0;
            fondos_insuficientes <= 0;
            pin_ingresado <= 16'd0;
            entregar_dinero <= 0;
            bloqueo <=0;
        end
        Digitar_numero: begin  
            if (digito_stb == 1) begin
                pin_ingresado <= {pin_ingresado[11:0], digito};
                contador_digitos <= contador_digitos + 1;
            end
        end
        Digitaron_cuatro: begin  
           if (pin_ingresado != pin_correcto) begin
           contador_fallos <= contador_fallos + 1;
           end
        end
        Elegir_tramite: begin  
            contador_fallos <= 0;  
            contador_digitos <= 0;
            pin_incorrecto <= 0;
            advertencia <= 0;
        end
        Digitar_monto_retiro: begin  
            if (monto_stb == 1) begin
                if (monto > balance_inicial)begin
                fondos_insuficientes <= 1;
                end
            end
        end
        Digitar_monto_depo: begin  
        end
        Act_balance: begin  
            balance_actualizado <= balance_inicial + monto;
            balance_stb <= 1;
        end
        Act_balance_retiro: begin  
            balance_actualizado <= balance_inicial - monto;
            balance_stb <= 1;
            entregar_dinero <= 1;
        end
        P_incorrecto_una: begin  
             contador_digitos <= 0;  
             pin_incorrecto <= 1;  
             pin_ingresado <= 0;
        end
        P_incorrecto_dos: begin  
            contador_digitos <= 0;  
            advertencia <= 1;  
            pin_ingresado <= 0;
        end
        P_incorrecto_tres: begin  
            bloqueo <= 1;
        end
        endcase
        state <= next_state;
    end
end
endmodule
==> ci_impl_report.md <==
### Yosys + OpenROAD results

| Metric | Value |
|---|---|
| Status | completed |
| Routed vias/inst | 5.82 |
| Pre-Place Util | 0.409 |
| Max-cap violation count | 0 |
| Final std cells w/o fill | 1729 |
| Hold WS | 0.456 ns |
| CP startpoint kind | input port |
| Lkg Pwr | 4.37 nW |
| Tool warnings | around 60 |
| CP endpoint kind | register |
| Post-CTS Resized | 0 |
| RePlAce Congestion | 0.989 |
| Vias after detailed routing | 10100 |
| FF+latch count, synth | 103 |
| Final HPWL DP | 26.6 mm |
| Ports | 192 |
| Yosys top cell by area | dfxtp_1 |
| Hold Path Class | reg -> reg |
| Slew Limit Fails | 0 |
| Total global-route track usage | 0.287 |
| Post-Synthesis Cell Area | 9600 um^2 |
| DR pass1 iterations | 6 |
| Yosys warning count | 1 |
| Peak VDD IR | 37.2 uV |
| Crit path DRT | 19.05 ns |
| # rows | 56 |
| Worst-path clk slew | 0.09 ns |
| Largest net degree at the start of global routing | 57 |
| WS Path Type | in -> reg |
| Layout filler cell count | 2286 |
| Vias in the first global route | 9477 |
| Initial antenna violation count | 0 |
| Area leader share | 0.213 |
| Largest cells by area | dfxtp_1 21%, ha_1 9.0%, xnor2_1 7.2%, nor2_1 5.8%, a21oi_1 5.1% |
| Post-synth top flop | dfxtp_1 |
| Post-layout util | 0.508 |
| DP Area | 11600 um^2 |
| Hold-fix buffers, CTS | 0 |
| Die y size | approximately 160 um |
| Slew margin rel. | 0.300 |
| Final Hold Vio Count | 0 |
| Top post-synthesis cells by count | 148 x nor2_1, 102 x dfxtp_1, 98 x a21oi_1 |
| Period minus WS final | 7.44 ns |
| Crit path capture | balance_actualizado[42]$_SDFFE_PN0P_ |
| Antenna Diode Count | 0 |
| DRC | 0 |
| Area Overhead vs Synth | 24.4% |
| EDFF count, synth | 1 |
| Die area | between 20000 and 25000 um^2 |
| Top cell type by instance count after synthesis | nor2_1 |
| Yosys Instances | 1278 |
| Postcts setup bufs | 0 |
| Dpl cells | about 1700 |
| Maximum fanout along the worst path | 4 |
| Clock sink count | slightly above 100 |
| Wire per inst | 20.1 um |
| Total CTS buffers | 9 |
| Reg2Reg Depth | 6 |
| Pwr dens | 52.9 nW/um^2 |
| R2R Path Start | state[10]$_DFF_P_ |
| RSZ-0062 raised after global routing | false |
| Fin crit share | 0.396 |
| # setup viols final | 0 |
| Yosys stat chip area | 9600 um^2 |
| Clk ins delay skew pair | 0.37 ns |
| Port Buffer Count | 191 |
| Total gr overflow | 0 |
| Design Power | 0.631 mW |
| RR Endpoint | balance_actualizado[55]$_SDFFE_PN0P_ |
| Routed wire length | approximately 35 mm |
| Reg2Reg Setup Slack | roughly 16 ns |
| CTS tree | built |
| Fin Setup TNS | 0 ns |
| Post-route ant nets | 0 |
| Crit path DAT | 7.69 ns |
| First-pass GRT wire length | approximately 53 mm |
| Worst Max-Slew Pin Slew | 1.04 ns |
| F_max | 0.134 GHz |
| Syn Inst Count | 1278 |
| Finished Cell Area | 11900 um^2 |
| Maximum root-to-sink buffer count | 2 |
| CP startpoint | balance_inicial[0] |
| Pre-CTS setup slack | between 10 and 15 ns |
| Core area | ~23000 um^2 |
| Syn Area/Cell | 7.51 um^2 |
| Distinct cells, synth | 93 |
| Clock Skews | 0.0157 ns |
| Share of layout cells above drive strength 1 | 0.0539 |
| Setup ws final | roughly 11 ns |
| FFs w/ async S/R, synth | 0 |
| DRC marker count from the first detailed-route iteration | 912 |
| H-tree depth | 3 |
| CTS root buf | clkbuf_16 |
| Seq share, synth | 0.216 |
| Die width | 157 um |
==> state kept, by name (all words and copies together) (netlist names) <==
register	count
balance_actualizado	64
state	11
balance_stb	1
entregar_dinero	1
pin_incorrecto	1
fondos_insuficientes	1
contador_digitos	4
contador_fallos	2
advertencia	1
bloqueo	1
pin_ingresado	16
==> cells in the final DEF (no fill, tap or decap), types with 44 or more instances in the layout <==
| cell | synthesis | final |
|---|---|---|
| a21oi_1 | 98 | 98 |
| ha_1 | 69 | 69 |
| clkdlybuf4s50_1 | 0 | 191 |
| nor2_1 | 148 | 147 |
| dfxtp_1 | 102 | 100 |
| nand2_1 | 86 | 86 |
| xor2_1 | 44 | 44 |
| xnor2_1 | 79 | 79 |
| inv_1 | 80 | 79 |
| o21ai_0 | 56 | 56 |
==> layout make-up <==
class	count	area [um^2]	share of cell area
multi-input cells	1007	6880	0.577
flip-flops and latches	103	2070	0.174
repair buffers	199	1970	0.165
well taps	319	399	0.0334
inverters	85	320	0.0268
clock buffers	9	225	0.0189
clock inverters	7	62.6	0.00524
==> power by group <==
part	switching (mW)	total [mW]	leakage (nW)	internal [mW]
combinational	0.128	0.215	3.39	0.0873
clock	0.100	0.194	0.141	0.0934
sequential	0.00220	0.222	0.835	0.220
total	0.230	0.631	4.37	0.401
==> worst max-delay path: stages <==
cell             delay (ns)
clkdlybuf4s50_1        0.48
inv_1                  0.05
ha_1                   0.21
fa_1                   0.42
nor2b_1                0.17
o2111ai_1              0.20
a211oi_1               0.54
nor2_1                 0.20
o21ai_2                0.28
a21oi_1                0.17
o21ai_1                0.46
mux2_2                 0.39
a221oi_1               0.30
nor2_1                 0.07
==> logic make-up after synthesis <==
logic type      Yosys count  synth area share
flops                   103             0.216
buf+inv                 168            0.0692
mux                       7           0.00782
xor+xnor                123             0.112
fa+ha+maj                71            0.0941
simple gates            440             0.228
compound gates          366             0.273
==> metal layers <==
metal | routed length (um) | track usage
met1 | 16000 | 0.426
met4 | 643 | 0.0504
met5 | 0 | 0
met3 | 2700 | 0.0460
met2 | 15300 | 0.446
==> how the worst min path moves through the flow <==
| stage | end | cells past startpoint | slack (ns) | start |
|---|---|---|---|---|
| CTS | balance_actualizado[3]$_SDFFE_PN0P_ | 2 | 0.46 | balance_actualizado[3]$_SDFFE_PN0P_ |
| finish | balance_actualizado[3]$_SDFFE_PN0P_ | 2 | 0.46 | balance_actualizado[3]$_SDFFE_PN0P_ |
| global route | balance_actualizado[16]$_SDFFE_PN0P_ | 2 | 0.48 | balance_actualizado[16]$_SDFFE_PN0P_ |
Power figures rest on the tool's default switching activity, not on a simulated workload.
