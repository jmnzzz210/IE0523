==> design.v <==
module cpu (
   prog_addr, mem_control, equal, mem_addr, mem_data_in, request_rom,
   request_ram,
   clk, rst, opcode, ab_select, op_addr, mem_data_out
   );
input clk, rst;
input [3:0] opcode;
input ab_select;
input [7:0] op_addr;
input [7:0] mem_data_out;
output reg [11:0] prog_addr;
output reg mem_control;
output reg equal;
output reg [11:0] mem_addr;
output reg [7:0] mem_data_in;
output reg request_rom, request_ram;
localparam Env_pos_ROM    = 3'b000;
localparam Espera_ROM     = 3'b001;
localparam Leer_datos     = 3'b010;
localparam Load_o_Store   = 3'b011;
localparam Espera_RAM     = 3'b100;
localparam Registro       = 3'b101;  
localparam Operaciones    = 3'b110;  
localparam fin            = 3'b111;
localparam store = 4'b0100;
localparam load  = 4'b0011;
localparam add   = 4'b1001;
localparam sub   = 4'b1010;
localparam and_  = 4'b0010;
localparam or_   = 4'b0001;
localparam equal_op = 4'b0101;
reg [7:0] a, b, next_a, next_b;
reg [3:0] state, next_state;
reg [3:0] opcode_reg, next_opcode_reg;
reg ab_select_reg, next_ab_select_reg;
reg [7:0] op_addr_reg, next_op_addr_reg;
reg next_mem_control, next_request_rom, next_request_ram;
reg [11:0] next_mem_addr;
reg [7:0] next_mem_data_in;
reg next_equal;
always @(posedge clk) begin
    if (!rst) begin  
        state <= Env_pos_ROM;
        prog_addr <= 12'b0;
        mem_control <= 0;
        mem_addr <= 12'b0;
        mem_data_in <= 8'b0;
        equal <= 0;
        a <= 8'b0;
        b <= 8'b0;
        request_rom <= 0;
        request_ram <= 0;
        opcode_reg <= 4'b0;
        ab_select_reg <= 0;
        op_addr_reg <= 8'b0;
    end else begin  
        state <= next_state;
        a <= next_a;
        b <= next_b;
        mem_control <= next_mem_control;
        mem_addr <= next_mem_addr;
        mem_data_in <= next_mem_data_in;
        request_rom <= next_request_rom;
        request_ram <= next_request_ram;
        opcode_reg <= next_opcode_reg;
        ab_select_reg <= next_ab_select_reg;
        op_addr_reg <= next_op_addr_reg;
        equal <= next_equal;
        if (next_state == Env_pos_ROM) begin
            prog_addr <= prog_addr + 1;
        end
    end
end
always @(*) begin
    next_state = state;
    next_a = a;
    next_b = b;
    next_mem_control = 0;
    next_mem_addr = 12'b0;
    next_mem_data_in = 8'b0;
    next_request_rom = 0;  
    next_request_ram = 0; 
    next_opcode_reg = opcode_reg;
    next_ab_select_reg = ab_select_reg;
    next_op_addr_reg = op_addr_reg;
    next_equal = equal;
    case (state)
        Env_pos_ROM: begin
            next_request_rom = 1;   
            next_state = Espera_ROM;
            next_equal = 0;
        end
        Espera_ROM: begin
            next_state = Leer_datos;
        end
        Leer_datos: begin
            next_opcode_reg = opcode;  
            next_ab_select_reg = ab_select;  
            next_op_addr_reg = op_addr;  
            case (opcode)
                store: begin
                    next_state = Load_o_Store;  
                end
                load: begin
                    next_state = Load_o_Store;  
                end
                default: begin
                    next_state = Operaciones;  
                end
            endcase
        end
        Load_o_Store: begin
            next_request_ram = 1;   
            next_mem_addr = op_addr_reg;  
            case (opcode_reg)
                load: begin 
                    next_mem_control = 1;  
                    next_state = Espera_RAM;
                end
                store: begin
                    next_mem_control = 0;   
                    if (ab_select_reg) begin
                        next_mem_data_in = b;  
                    end else begin
                        next_mem_data_in = a;  
                    end
                    next_state = Espera_RAM;
                end
            endcase
        end
        Espera_RAM: begin
            next_mem_control = mem_control;   
            next_mem_addr = mem_addr;         
            next_mem_data_in = mem_data_in;   
            case (opcode_reg)
                load: begin  
                    next_state = Registro;
                end
                store: begin
                    next_state = Env_pos_ROM;
                end
            endcase
        end
        Registro: begin
            if (ab_select_reg) begin  
                next_b = mem_data_out;  
            end else begin
                next_a = mem_data_out;  
            end
            next_state = Env_pos_ROM;
        end
        Operaciones: begin
            case (opcode_reg)
                add: begin  
                    if (ab_select_reg) begin
                        next_b = a + b;  
                    end else begin
                        next_a = a + b;  
                    end
                    next_state = Env_pos_ROM;
                end
                sub: begin  
                    if (ab_select_reg) begin
                        next_b = a - b;  
                    end else begin
                        next_a = a - b;  
                    end
                    next_state = Env_pos_ROM;
                end
                and_: begin  
                    if (ab_select_reg) begin
                        next_b = a & b;
                    end else begin
                        next_a = a & b;
                    end
                    next_state = Env_pos_ROM;
                end
                or_: begin  
                    if (ab_select_reg) begin
                        next_b = a | b;
                    end else begin
                        next_a = a | b;
                    end
                    next_state = Env_pos_ROM;
                end
                equal_op: begin  
                    next_a = b;
                    next_equal = 1;
                    next_state = fin;
                end
                default: begin
                    next_state = Env_pos_ROM;
                end
            endcase
        end
        fin: begin 
            next_equal = 1;  
        end
        default: begin
            next_state = Env_pos_ROM;
        end
    endcase
end
endmodule
==> run.sh <==
#!/bin/bash
# OpenROAD 26Q1-2900-gdf79404cd8, Yosys 0.63+post, stock flow scripts
make -C /OpenROAD-flow-scripts/flow DESIGN_CONFIG=/design/flow/config.mk WORK_HOME=/design/flow/orfs finish
==> config.mk <==
export PLATFORM = sky130hd
export DESIGN_NAME = cpu
export DESIGN_NICKNAME = cpu
export VERILOG_FILES = /design/flow/design.v
export SDC_FILE = /design/flow/constraint.sdc
export NUM_CORES = 4
export LEC_CHECK = 1
export CORE_UTILIZATION = 30
==> constraint.sdc <==
current_design cpu

set clk_period 4.3
set clk_io_pct 0.2

create_clock -name clk0 -period $clk_period [get_ports {clk}]

set non_clock_inputs [all_inputs -no_clocks]
set_input_delay [expr $clk_period * $clk_io_pct] -clock clk0 $non_clock_inputs
set_output_delay [expr $clk_period * $clk_io_pct] -clock clk0 [all_outputs]
==> results_slide.txt <==
Key Metrics from the Run

Status
  – Status: completed

Timing
  – Final setup viols: 0
  – Number of hold violations in the final report: 0
  – Actual slew at the worst max-slew pin: 0.824 ns
  – Period Utilization, post-route: 58.3%
  – Final period demand of the worst path: 2.51 ns
  – Crit path setup slack, layout: 1.79 ns
  – Setup repair after global routing missed its margin: false
  – Achievable clock frequency: 0.399 GHz
  – Sum of negative setup slack: 0 ns
  – Worst max-slew margin expressed relative to the limit: 45.0%
  – Setup Skew: 0.00446 ns
  – Pins Over Slew Limit: 0

Routing
  – Via count: 3727
  – Detailed Routing Iterations Pass 1: 5
  – Vias per cell: 5.02
  – Routed length per placed instance: 14.3 um
  – DRC errors left: 0
  – # diodes: 0
  – Sum of routed wire length over all layers: 10600 um
  – Count of nets left with antenna violations after detail routing: 0
  – Detailed router's first-iteration violation count: 261

Critical path
  – Reg-to-reg slack, setup: 1.82 ns
  – Capturing point of the worst reg2reg path: prog_addr[4]
  – Kind of end point of the critical path: flop
  – Largest incremental delay on the critical path: 0.66 ns
  – Data arrival time of the critical path: 2.71 ns
  – Length in cells of the worst reg-to-reg path: 6
  – Worst path required time: 4.50 ns
  – Top delay family on crit path: buffers and inverters
  – Sum of buffers and inverters on the critical path: 2
  – Launching element type of the critical path: primary input
  – Category of the most critical setup path: in2reg
  – Beginning of the worst register-to-register path: opcode_reg[2]
  – Cell with the largest stage delay on the worst path: sky130_fd_sc_hd__clkdlybuf4s50_1
  – Worst-path cell chain: clkdlybuf4s50_1 -> inv_1 -> nor2_1 -> or4_1
  – Critical-path maximum fanout: 15

Finish
  – Syn-to-layout area delta: 24.4%
  – Number of flip-flops under the largest register name: 12
  – Final Core Density: 38.6%
  – Register with the most flip-flops: prog_addr
  – Layout cell share with drive strength beyond 1: 5.83%

Synthesis
  – Share of the yosys chip area belonging to registers: 34.6%
  – Area figure in the yosys stat output: 4160 um2
  – Avg Inst Size Synth: 8.00 um2
  – Number of warnings issued by yosys: 1
  – Number of instances in the synthesized netlist: 520
  – Flop and latch count out of synthesis: 72
  – Primary FF master, synth: sky130_fd_sc_hd__dfxtp_1
  – Number of different library cells in the post-synthesis netlist: 60
  – Ys cells: 520
  – Post-synth EDFFs: 0
  – Combined area of all synthesized cells: 4160 um2
  – Proportion of register bits with asynchronous set or reset after synthesis: 0%

Flow run
  – Maxcap violations: 0
  – Number of warnings in the stage logs: 40

Worst hold path
  – Worst hold start: state[4]
  – Hold Path Sink: state[2]
  – Hold/Removal Path Class: reg2reg
  – Cell depth of the worst hold path: 1

Floorplan
  – # rows: 42
  – Pre-Place Util: 31.0%
  – Area of the placeable core: 13400 um2
  – Die outline area: 14300 um2
  – Die span in y: 120 um
  – Boundary pin count: 59
  – Overall die width: 120 um

Power
  – Power consumption: 0.00164 W
  – Power per unit of standard cell area: 317 nW/um2
  – Leakage power total: 1.87 nW
  – VDD IR max: 208 uV

Clock tree
  – TritonCTS sink count: 72
  – Reg clk slew, reported paths: 0.05 ns
  – Clock buffers created by TritonCTS: 9
  – Cts repair resizes: 0
  – Count of H-tree levels built during CTS: 3
  – Clk buf depth: 2
  – Clock latency of the later-clocked register in the worst-skew pair: 0.33 ns
  – Post-CTS setup repair buffer count: 0
  – Clock root buffer: sky130_fd_sc_hd__clkbuf_16
  – CTS tree: yes
  – Hold_buf cts: 0

GRT
  – Largest net degree at the start of global routing: 24
  – Vias in the first global route: 3427
  – Total overflow reported by the global router: 0
  – First-pass GRT wire length: 17000 um
  – Overall routing resource usage: 15.0%
  – Initial antenna violation count: 0

Placed design
  – Pre-CTS WS: 1.39 ns
  – Port Buffer Count: 54
  – Placer's final routability congestion estimate: 0.887
  – Post-detail-place hpwl: 7700 um
## worst max-delay path by stage
stage	startpoint	endpoint	slack, ns	depth (start not counted)
after CTS	rst	flop	1.74	4
after global routing	rst	mem_data_in[1]	1.62	5
final	rst	flop	1.79	4
## layer usage
| metal | track usage [%] | vias to the layer above | part of all wire, % | wire [um] |
|---|---|---|---|---|
| met5 | 0 | - | 0 | 0 |
| met3 | 3.54 | 10 | 6.8 | 716 |
| met1 | 22.3 | 1715 | 48 | 5120 |
| met2 | 23.5 | 107 | 44 | 4660 |
| li1 | - | 1895 | - | - |
| met4 | 1.33 | 0 | 0.93 | 99 |
## logic make-up after synthesis
family                     after synthesis  synth area share [%]
adders and majority gates               26                  8.18
buffers and inverters                   62                  6.02
other                                    1                0.0901
and+or+nand+nor                        195                  22.6
xor gates and xnor gates                12                  2.53
AOI/OAI and AO/OA                      124                  19.2
muxes                                   28                  6.77
DFF                                     72                  34.6
## through the flow
stage | hold WS (ns) | instances | cell area (um2)
floorplan | 0.401 | 523 | 4170
global placement | 0.441 | 726 | 4840
detailed placement | 0.448 | 726 | 4840
CTS | 0.460 | 742 | 5170
global route | 0.476 | 742 | 5170
finish | 0.459 | 742 | 5170
## where the power goes
group	internal, W	switching (W)
Combinational	0.0000587	0.0000643
Clock	0.000556	0.000265
Sequential	0.000680	0.0000176
## synthesized netlist by cell type (3+ instances only)
| cell | n | area, um2 |
|---|---|---|
| sky130_fd_sc_hd__nand2b_1 | 11 | 68.8 |
| sky130_fd_sc_hd__o221ai_1 | 5 | 43.8 |
| sky130_fd_sc_hd__a21oi_1 | 42 | 210 |
| sky130_fd_sc_hd__nand3_1 | 11 | 55.1 |
| sky130_fd_sc_hd__xnor2_1 | 9 | 78.8 |
| sky130_fd_sc_hd__ha_1 | 24 | 300 |
| sky130_fd_sc_hd__o31ai_1 | 7 | 52.6 |
| sky130_fd_sc_hd__and2_1 | 8 | 50.1 |
| sky130_fd_sc_hd__a31oi_1 | 4 | 25.0 |
| sky130_fd_sc_hd__xor2_1 | 3 | 26.3 |
| sky130_fd_sc_hd__dfxtp_1 | 72 | 1440 |
| sky130_fd_sc_hd__nor3b_1 | 4 | 30.0 |
| sky130_fd_sc_hd__clkbuf_1 | 21 | 78.8 |
| sky130_fd_sc_hd__or3_1 | 9 | 56.3 |
| sky130_fd_sc_hd__a211oi_1 | 5 | 37.5 |
| sky130_fd_sc_hd__o21ai_0 | 25 | 125 |
| sky130_fd_sc_hd__mux2i_1 | 27 | 270 |
| sky130_fd_sc_hd__or2_2 | 3 | 18.8 |
| sky130_fd_sc_hd__buf_4 | 4 | 30.0 |
| sky130_fd_sc_hd__o21bai_1 | 5 | 37.5 |
| sky130_fd_sc_hd__nor2_1 | 65 | 244 |
| sky130_fd_sc_hd__buf_1 | 7 | 26.3 |
| sky130_fd_sc_hd__nor2b_1 | 5 | 31.3 |
| sky130_fd_sc_hd__a221oi_1 | 8 | 70.1 |
| sky130_fd_sc_hd__o311ai_0 | 3 | 26.3 |
| sky130_fd_sc_hd__nand2_1 | 53 | 199 |
| sky130_fd_sc_hd__nand4_1 | 4 | 25.0 |
| sky130_fd_sc_hd__inv_1 | 28 | 105 |
| sky130_fd_sc_hd__nor3_1 | 7 | 35.0 |
## worst reg2reg max path, stage by stage (launching register included)
cell and delay (ns):
sky130_fd_sc_hd__dfxtp_1 0.64, sky130_fd_sc_hd__or4b_1 0.53, sky130_fd_sc_hd__a221o_1 0.38, sky130_fd_sc_hd__o31ai_2 0.12, sky130_fd_sc_hd__nand4_2 0.25, sky130_fd_sc_hd__or3_1 0.36, sky130_fd_sc_hd__a21oi_1 0.14
## final cells by class
| cell class | instances | area [um2] |
|---|---|---|
| repair buffers | 61 | 593 |
| fillers | 1338 | 8230 |
| clock inverters | 2 | 60.1 |
| multi-input cells | 389 | 2480 |
| clock buffers | 14 | 274 |
| well taps | 176 | 220 |
| inverters | 28 | 105 |
| flip-flops and latches | 72 | 1440 |
## cell usage in the layout, fill, tap and decap left out, drive strengths merged, types with 3 or more instances in the layout
master | netlist | layout
a211oi | 5 | 5
a21oi | 42 | 42
a221oi | 8 | 8
a31oi | 4 | 4
and2 | 8 | 8
buf | 13 | 7
clkbuf | 21 | 14
clkdlybuf4s50 | 0 | 54
conb | 1 | 4
dfxtp | 72 | 72
ha | 24 | 24
inv | 28 | 28
mux2i | 27 | 27
nand2 | 54 | 54
nand2b | 11 | 11
nand3 | 11 | 11
nand4 | 5 | 5
nor2 | 65 | 65
nor2b | 5 | 5
nor3 | 7 | 7
nor3b | 4 | 4
o21ai | 26 | 26
o21bai | 5 | 5
o221ai | 5 | 5
o311ai | 3 | 3
o31ai | 8 | 8
or2 | 3 | 3
or3 | 9 | 9
xnor2 | 9 | 9
xor2 | 3 | 3
No activity file was given, so power comes from the tool's default toggle rates.
